File: /design/flow/run.sh
#!/bin/bash
# OpenROAD 26Q1-2900-gdf79404cd8, Yosys 0.63+post, stock flow scripts
make -C /OpenROAD-flow-scripts/flow DESIGN_CONFIG=/design/flow/config.mk WORK_HOME=/design/flow/orfs finish
File: /design/flow/config.mk
export PLATFORM = sky130hd
export DESIGN_NAME = counter
export DESIGN_NICKNAME = counter
export VERILOG_FILES = /design/flow/design.v
export SDC_FILE = /design/flow/constraint.sdc
export NUM_CORES = 4
export LEC_CHECK = 1
export CORE_AREA = 10 10 90 90
export DIE_AREA = 0 0 100 100
File: /design/flow/constraint.sdc
current_design counter

set clk_period 1.8
set clk_io_pct 0.2

create_clock -name clk0 -period $clk_period [get_ports {KEY}]

set non_clock_inputs [all_inputs -no_clocks]
set_input_delay [expr $clk_period * $clk_io_pct] -clock clk0 $non_clock_inputs
set_output_delay [expr $clk_period * $clk_io_pct] -clock clk0 [all_outputs]
File: /design/flow/design.v
module counter (SW, KEY, HEX0, HEX1);
  input[1:0] KEY;
  input[1:0] SW;
  output[6:0] HEX0;
  output[6:0] HEX1;
  wire[7:0] Q;
  inner_counter u0(
    .enable(SW[1]),
    .clk(KEY[0]),
    .clear_b(SW[0]),
    .q(Q[7:0])
  );
  sevenseg S1 (
    .Data(Q[3:0]),
    .Display(HEX0)
  );
  sevenseg S2 (
    .Data(Q[7:4]),
    .Display(HEX1)
  );
endmodule
module inner_counter (enable, clk, clear_b, q);
  input enable, clk, clear_b;
  output wire[7:0] q;
  tff_async T0 (
    .t(enable),
    .clk(clk),
    .reset(clear_b),
    .q(q[0])
  );
  tff_async T1 (
    .t(enable && (& q[0])),
    .clk(clk),
    .reset(clear_b),
    .q(q[1])
  );
  tff_async T2 (
    .t(enable && (& q[1:0])),
    .clk(clk),
    .reset(clear_b),
    .q(q[2])
  );
  tff_async T3 (
    .t(enable && (& q[2:0])),
    .clk(clk),
    .reset(clear_b),
    .q(q[3])
  );
  tff_async T4 (
    .t(enable && (& q[3:0])),
    .clk(clk),
    .reset(clear_b),
    .q(q[4])
  );
  tff_async T5 (
    .t(enable && (& q[4:0])),
    .clk(clk),
    .reset(clear_b),
    .q(q[5])
  );
  tff_async T6 (
    .t(enable && (& q[5:0])),
    .clk(clk),
    .reset(clear_b),
    .q(q[6])
  );
  tff_async T7 (
    .t(enable && (& q[6:0])),
    .clk(clk),
    .reset(clear_b),
    .q(q[7])
  );
endmodule
module tff_async (t, clk, reset, q);
input t, clk, reset;
output reg q;
always @(posedge clk, negedge reset)
begin
  if(~reset)
    q <= 1'b0;
 else
    q <= q ^ t;
end
endmodule
module sevenseg (Display, Data);
	input[3:0] Data;
	output[6:0] Display;
	assign Display[0] = ~Data[3] & ~Data[2] & ~Data[1] &  Data[0] |
			 ~Data[3] &  Data[2] & ~Data[1] & ~Data[0] |
			  Data[3] &  Data[2] & ~Data[1] &  Data[0] |
			  Data[3] & ~Data[2] &  Data[1] &  Data[0];
	assign Display[1] = ~Data[3] &  Data[2] & ~Data[1] &  Data[0] |
			  Data[3] &  Data[2] & ~Data[1] & ~Data[0] |
			  Data[3] &           Data[1] &  Data[0] |
			           Data[2] &  Data[1] & ~Data[0];
	assign Display[2] =  Data[3] &  Data[2] & ~Data[1] & ~Data[0] |
			 ~Data[3] & ~Data[2] &  Data[1] & ~Data[0] |
			  Data[3] &  Data[2] &  Data[1];
	assign Display[3] = ~Data[3] &  Data[2] & ~Data[1] & ~Data[0] |
			          ~Data[2] & ~Data[1] &  Data[0] |
			           Data[2] &  Data[1] &  Data[0] |
			  Data[3] & ~Data[2] &  Data[1] & ~Data[0];
	assign Display[4] = ~Data[3] &                    Data[0] |
			 ~Data[3] &  Data[2] & ~Data[1]          |
			          ~Data[2] & ~Data[1] &  Data[0];
	assign Display[5] = ~Data[3] & ~Data[2]          &  Data[0] |
			 ~Data[3] & ~Data[2] &  Data[1]          |
			 ~Data[3] &           Data[1] &  Data[0] |
			  Data[3] &  Data[2] & ~Data[1] &  Data[0];
	assign Display[6] = ~Data[3] & ~Data[2]  & ~Data[1]         |
			 ~Data[3] &  Data[2] &  Data[1] &  Data[0] |
			  Data[3] &  Data[2] & ~Data[1] & ~Data[0];
endmodule
==> run summary <==
Notes on the flow run.

- Headroom to the max-slew limit came out at 75.3%.
- The required time of the worst setup path is 1.44 ns, for reference.
- The die outline height is 100 µm, for reference.
- The final RePlAce weighted congestion is 0.751, for reference.
- The final critical-path setup slack is -0.137 ns, for reference.
- In the Yosys report the total cell count is around 90.
- Per the final layout report, the fraction of cells sized above drive strength 1 comes to 48.1%.
- Pins over their slew limit in the final report were tallied at 0.
- The maximum fanout along the worst path is 7, for reference.
- The post-cts hold buffer count is 0, for reference.
- The final report gives the core utilization as a little over a fifth.
- The power density normalized to cell area is 1760 mW/mm², for reference.
- The TritonCTS clock tree is built, for reference.
- The number of nets still failing antenna checks after routing is 0, for reference.
- During I/O placement, the number of pins put on the boundary was 18.
- The wire length of the first global-routing pass is 3640 µm, for reference.
- Along the critical path, the tally of buffer and inverter instances is 2.
- The placed instances occupy a cell area of roughly 0.0011 mm².
- The remaining global-route overflow is 0, for reference.
- The standby leakage power is 0.000605 µW, for reference.
- Including well taps, the total number of placed cells is around 200.
- The maximum VDD drop is 0.409 mV, for reference.
- The biggest cell delay along the critical path is between 0.4 and 0.5 ns, for reference.
- Clock tree synthesis inserted a total of 3 buffers.
- Endpoints with negative setup slack in the final report add up to 3.
- The main area contributors are dfrtp_1, xor2_1, a21oi_1.
- The report lists the cells along the critical path as buf_6 -> nor2_1 -> a21oi_2 -> o22ai_1 -> clkdlybuf4s50_1.
- The floorplan row count is 29, for reference.
- In this run the clock root is driven by a clkbuf_8.
- Per the detail_route report, the via count comes to between 700 and 800.
- In this run the number of cells on the critical path is 5.
- The sort of element at the end of the critical path is a primary output, for reference.
- The number of fill cells is 652, for reference.
- The synthesized netlist handed to floorplanning was reported with a cell count of slightly below 90.
- The final instance area is 0.00131 mm², for reference.
- Per the post-place timing report, worst setup slack is -0.0341 ns.
- After synthesis, the largest area contributor takes up between 20% and 30% of total cell area.
- The actual transition at the worst max-transition pin is about 0.37 ns, for reference.
- The number of hold violations in the final report is 0, for reference.
- The number of design-rule violations left by the first detailed-router iteration is 39, for reference.
- The worst setup path is of the register to primary output kind.
- The timing report shows that the slowest cell on the worst path is clkdlybuf4s50_1.
- The pre-antenna-repair detailed-routing pass consisted of 5 iterations.
- Per the detail_route report, DRC violations left total 0.
- The detailed-placement wirelength estimate is about 1500 µm, for reference.
- The final reports fail on negative setup slack.
- The maximum frequency from static timing analysis is 0.516 GHz, for reference.
- The flow ran to the end, but the final reports show violations.
- The number of distinct library cells after synthesis is 35, for reference.
- The maximum number of buffers from clock root to sink is 2, for reference.
- Warnings raised by the tools during the run amount to 48.
- The die outline width is about 100 µm, for reference.
- The initial antenna violation count is 0, for reference.
- The number of cells on the worst reg-to-reg path is 6.
- Once synthesis finished, the tally of register bits stood at 8.
- The number of buffer cells added on primary ports is 16, for reference.
- The warning tally printed by Yosys for this design is 1.
- The synthesized design spends more area on one cell type than any other, namely dfrtp_1.
- The synthesized netlist occupies a cell area of ~730 µm².
- The clock network latency to the later pin of the worst-skew pair is between 0.2 and 0.25 ns, for reference.
- In this run the number of H-tree levels came out at 1.
- Setup repair after global routing could not meet its margin everywhere.
- The area growth from synthesis to final layout is 80.5%, for reference.
- The worst setup path is launched from a register.
- The chip occupies ~0.01 mm².
- The number of maximum-capacitance constraint violations is 0, for reference.
- The floorplan step records an initial core utilization of ~12%.
- After synthesis, flip-flops and latches occupy ~28% of the total area.
- The total routed wirelength is 2090 µm, for reference.
- Per the detail_route report, vias per standard cell equal between 3 and 4.
- The post-layout period usage of the worst path is 108%, for reference.
- The filler-free cell count of the finished design is approximately 210, for reference.
- The data arrival time of the critical path is roughly 1.6 ns, for reference.
- The minimum period implied by the final worst setup slack is between 1.5 and 2 ns, for reference.
- The type of the tightest min-delay check is input pin to asynchronous set/reset pin, for reference.
- Entering global routing, the biggest net connects 11 pins.
- The summed standard-cell area reported by yosys is 726 µm², for reference.
- The antenna cell count is 0, for reference.
- The synthesized area divided by synthesized cell count is 8.25 µm², for reference.
- The clock-pin slew reported for the worst setup and hold paths after clock tree synthesis is ~0.030 ns, for reference.
- The core region is 0.00628 mm².
- Summed over all routing layers, the global router reports a total usage of 4.19%.
- For the final routed database, the setup TNS stands at -0.263 ns.
- The script logs the mean routed wire length per placed instance as 9.96 µm.
- The dominant delay contributor by cell family on the critical path is buffers and inverters, for reference.
- The setup clock skew after layout is between 0.00000001 and 0.000000015 ns, for reference.
- The total clock sinks is 8, for reference.
- The number of global-route vias before repair is 789, for reference.
## sequential cells by signal (all words and copies together) (netlist names)
| register | cells |
|---|---|
| u0.T6.q | 1 |
| u0.T1.q | 1 |
| u0.T7.q | 1 |
| u0.T0.q | 1 |
| u0.T2.q | 1 |
| u0.T3.q | 1 |
| u0.T4.q | 1 |
| u0.T5.q | 1 |
## logic make-up after synthesis
group,share of synthesized area (%)
AND/OR/NAND/NOR,25.3
AND-OR/OR-AND,23.3
buffers and inverters,8.45
XOR/XNOR,10.9
flip-flops,27.6
multiplexers,2.76
adder cells (fa/ha/maj),1.72
## metal layers
metal | vias to the layer above | global-route usage [%] | routed length, µm
li1 | 401 | - | -
met1 | 365 | 5.56 | 985
met2 | 9 | 6.77 | 1020
met3 | 0 | 1.32 | 90
met4 | 0 | 0.435 | 0
met5 | - | 0 | 0
## cell usage after synthesis, drive strengths merged
cell / count
buf: 8
dfrtp: 8
a21oi: 7
nand2: 6
nor2: 6
nand3: 5
xor2: 5
nor3: 4
o21ai: 4
xnor2: 4
nor2b: 3
o22ai: 3
a211oi: 2
inv: 2
mux2i: 2
nand2b: 2
o31ai: 2
a211o: 1
a21o: 1
a31o: 1
a31oi: 1
and2b: 1
and4b: 1
clkbuf: 1
ha: 1
nand4: 1
nor3b: 1
o211a: 1
o211ai: 1
o21a: 1
o31a: 1
or3: 1
## per-stage QoR
stage | power (µW) | hold slack (ns)
2_1_floorplan | 1070 | 0.0644
3_3_place_gp | 1880 | 0.662
3_5_place_dp | 1890 | 0.663
4_1_cts | 2290 | 0.431
5_1_grt | 2550 | 0.451
6_report | 2300 | 0.437
## layout by cell type (no fill, tap or decap), types with 2 or more instances in the layout
master / count
o21ai_1: 2
dfrtp_2: 6
nand2_1: 5
a21oi_1: 4
buf_2: 2
nand2b_1: 2
nor3_1: 3
mux2i_1: 2
nand3_1: 4
clkbuf_8: 3
clkdlybuf4s50_1: 4
nor2_1: 5
buf_6: 10
a21oi_2: 3
o21ai_0: 2
buf_4: 25
dlymetal6s2s_1: 2
inv_1: 2
clkbuf_2: 4
dfrtp_1: 2
o22ai_1: 3
xnor2_1: 4
dlygate4sd2_1: 3
xor2_1: 4
nor2b_1: 2
## worst reg2reg max path, cell delays in order (launching register included)
cell     delay, ns
dfrtp_2       0.40
buf_4         0.13
buf_4         0.11
nand3_2       0.07
buf_4         0.15
nor3_1        0.22
xor2_1        0.17
## final cells by class
type                            instances  area [µm²]  share of cell area, %
Multi-Input combinational cell         69         526                   40.1
Timing Repair Buffer                   51         432                   33.0
Sequential cell                         8         208                   15.9
Tap cell                               77        96.3                   7.35
Clock buffer                            3        41.3                   3.15
Inverter                                2        7.51                  0.573
## where the power goes
group          leakage (µW)  switching, µW  total [µW]  internal [µW]
logic              0.000498            678        1690           1010
clock network     0.0000216           41.9         184            142
registers         0.0000859            149         425            276
## repair_timing
action | CTS | global route
pin swaps | 7 | 4
endpoints found under the setup margin | 14 | 12
gates resized | 41 | 15
buffers inserted | 11 | 1
## final timing paths
check                      startpoint       to  slack (ns)
setup reg to reg              u0.T3.q  u0.T6.q        0.46
setup / recovery              u0.T6.q  HEX1[6]       -0.14
hold / removal                  SW[0]  u0.T7.q        0.44
max in group asynchronous       SW[0]  u0.T1.q        1.07
hold reg to reg               u0.T2.q  u0.T2.q        0.68
min in group clk0             u0.T2.q  u0.T2.q        0.68
Power and IR drop assume default switching activity.
